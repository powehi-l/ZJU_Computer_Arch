$ cat config.mk
export PLATFORM = sky130hd
export DESIGN_NAME = ExceptionUnit
export DESIGN_NICKNAME = ExceptionUnit
export VERILOG_FILES = /design/flow/design.v
export SDC_FILE = /design/flow/constraint.sdc
export NUM_CORES = 4
export LEC_CHECK = 1
export CORE_UTILIZATION = 50
$ cat constraint.sdc
current_design ExceptionUnit

set clk_period 14.9
set clk_io_pct 0.2

create_clock -name clk0 -period $clk_period [get_ports {clk}]

set non_clock_inputs [all_inputs -no_clocks]
set_input_delay [expr $clk_period * $clk_io_pct] -clock clk0 $non_clock_inputs
set_output_delay [expr $clk_period * $clk_io_pct] -clock clk0 [all_outputs]
$ cat design.v
`timescale 1ns / 1ps
module CSRRegs(
    input clk, rst,
    input[11:0] raddr, waddr,
    input[31:0] wdata,
    input csr_w,
    input[1:0] csr_wsc_mode,
    output[31:0] rdata,
    output[31:0] mstatus, 
    input is_trap,
    input is_mret,
    input[31:0] mepc,
    input[31:0] mcause,
    input[31:0] mtval,
    output[31:0] mtvec,
    output[31:0] mepc_o
);
    reg[31:0] CSR [0:15];
    wire raddr_valid = raddr[11:7] == 5'h6 && raddr[5:3] == 3'h0;
    wire[3:0] raddr_map = (raddr[6] << 3) + raddr[2:0];
    wire waddr_valid = waddr[11:7] == 5'h6 && waddr[5:3] == 3'h0;
    wire[3:0] waddr_map = (waddr[6] << 3) + waddr[2:0];
    assign mstatus = CSR[0];
    assign rdata = CSR[raddr_map];
    assign mtvec = CSR[5];
    assign mepc_o = CSR[9];
    always@(posedge clk or posedge rst) begin
        if(rst) begin
			CSR[0] <= 32'h88;
			CSR[1] <= 0;
			CSR[2] <= 0;
			CSR[3] <= 0;
			CSR[4] <= 32'hfff;
			CSR[5] <= 0;
			CSR[6] <= 0;
			CSR[7] <= 0;
			CSR[8] <= 0;
			CSR[9] <= 0;
			CSR[10] <= 0;
			CSR[11] <= 0;
			CSR[12] <= 0;
			CSR[13] <= 0;
			CSR[14] <= 0;
			CSR[15] <= 0;
		end
        else if(csr_w) begin
            case(csr_wsc_mode)
                2'b01: CSR[waddr_map] = wdata;
                2'b10: CSR[waddr_map] = CSR[waddr_map] | wdata;
                2'b11: CSR[waddr_map] = CSR[waddr_map] & ~wdata;
                default: CSR[waddr_map] = wdata;
            endcase            
        end
        else if(is_trap) begin
            CSR[9] <= mepc;
            CSR[10] <= mcause;
            CSR[11] <= mtval;
            CSR[0][7] <= CSR[0][3];
            CSR[0][3] <= 0; 
            CSR[0][12:11] <= 2'b11;
        end
        else if(is_mret) begin
            CSR[9] <= mepc;
            CSR[10] <= mcause;
            CSR[11] <= mtval;
            CSR[0][3] <= CSR[0][7];
        end
    end
endmodule
`timescale 1ns / 1ps
module ExceptionUnit(
    input clk, rst,
    input csr_rw_in,
    input[1:0] csr_wsc_mode_in,
    input csr_w_imm_mux,
    input[11:0] csr_rw_addr_in,
    input[31:0] csr_w_data_reg,
    input[4:0] csr_w_data_imm,
    output[31:0] csr_r_data_out,
    input interrupt,
    input illegal_inst,
    input l_access_fault,
    input s_access_fault,
    input ecall_m,
    input mret,
    input[31:0] epc_cur,
    input[31:0] epc_next,
    output[31:0] PC_redirect,
    output redirect_mux,
    output reg_FD_flush, reg_DE_flush, reg_EM_flush, reg_MW_flush, 
    output RegWrite_cancel
);
    reg[11:0] csr_raddr, csr_waddr;
    reg[31:0] csr_wdata;
    reg csr_w;
    reg[1:0] csr_wsc;
    wire[31:0] mstatus;
    reg[31:0] mepc, mcause, mtval;
    wire[31:0] mtvec, mepc_o;
    assign exception = ecall_m | illegal_inst | l_access_fault | s_access_fault;
    assign trap = mstatus[3] & (interrupt | exception);
    reg reg_FD_flush_, reg_DE_flush_, reg_EM_flush_, reg_MW_flush_;
    reg RegWrite_cancel_;
    CSRRegs csr(.clk(clk),.rst(rst),.csr_w(csr_w),.raddr(csr_raddr),.waddr(csr_waddr),
        .wdata(csr_wdata),.rdata(csr_r_data_out),.mstatus(mstatus),.csr_wsc_mode(csr_wsc),
        .is_trap(trap),.is_mret(mret),.mepc(epc_cur),.mcause(mcause),.mtval(mtval),.mtvec(mtvec),.mepc_o(mepc_o));
    always @(*) begin
        if(csr_rw_in)begin
            csr_w <= 1;
            csr_raddr <= csr_rw_addr_in;
            csr_waddr <= csr_rw_addr_in;
            csr_wdata <= csr_w_imm_mux ? csr_w_data_imm : csr_w_data_reg;
            csr_wsc <= csr_wsc_mode_in;
        end
        else begin
            csr_w <= 0;
            csr_raddr <= 0;
            csr_waddr <= 0;
            csr_wdata <= 0;
            csr_wsc <= 0;
        end
        if(trap)begin
            reg_FD_flush_ <= 1;
            reg_DE_flush_ <= 1;
            reg_EM_flush_ <= 1;
            reg_MW_flush_ <= 1;
            RegWrite_cancel_ <= 1;
            mepc <= epc_cur;
            mtval <= 0;
            if(interrupt)begin
                mcause <= 32'h1000000B;
            end
            else begin
                if(ecall_m)begin
                    mcause <= 32'h0000000B;
                end
                else if(illegal_inst)begin
                    mcause <= 32'h00000002;
                end
                else if(l_access_fault)begin
                    mcause <= 32'h00000005;
                end
                else begin
                    mcause <= 32'h00000007;
                end
            end
        end
        else begin
            reg_FD_flush_ <= 0;
            reg_DE_flush_ <= 0;
            reg_EM_flush_ <= 0;
            reg_MW_flush_ <= 0;
            RegWrite_cancel_ <= 0;
            mepc <= 0;
            mcause <= 0;
            mtval <= 0;
        end
    end
assign reg_FD_flush = reg_FD_flush_ | mret;
assign reg_DE_flush = reg_DE_flush_ | mret;
assign reg_EM_flush = reg_EM_flush_ | mret;
assign reg_MW_flush = reg_MW_flush_ | mret;
assign PC_redirect = mret ? mepc_o : mtvec;
assign redirect_mux = mret | trap;
assign RegWrite_cancel = RegWrite_cancel_;
endmodule
$ cat run.sh
#!/bin/bash
# OpenROAD 26Q1-2900-gdf79404cd8, Yosys 0.63+post, stock flow scripts
make -C /OpenROAD-flow-scripts/flow DESIGN_CONFIG=/design/flow/config.mk WORK_HOME=/design/flow/orfs finish
==> impl_metrics.prom <==
# HELP chip_impl_metric Flow report values
# TYPE chip_impl_metric gauge
chip_impl_info{name="status",value="finished clean"} 1
chip_impl_metric{name="ctsHoldBuffers",unit=""} 0
chip_impl_metric{name="drt_pre_antenna_iters",unit=""} 6
chip_impl_metric{name="gp_congestion",unit=""} 0.933
chip_impl_metric{name="floorplan.rows",unit=""} 78
chip_impl_metric{name="floorplan.core_area",unit="µm²"} 45700
chip_impl_metric{name="place.detailed.hpwl",unit="mm"} 49.4
chip_impl_metric{name="number_of_warning_messages_in_the_logs",unit=""} 65
chip_impl_metric{name="final.min_clock_period",unit="ns"} 9.82
chip_impl_metric{name="number_of_flip_flops_under_the_largest_register_name",unit=""} 512
chip_impl_info{name="regMostFlops",value="csr.CSR"} 1
chip_impl_info{name="worst_hold_path_type",value="flip-flop to flip-flop"} 1
chip_impl_metric{name="fin_tns_setup",unit="ns"} 0
chip_impl_metric{name="cts-htree-levels",unit=""} 2
chip_impl_metric{name="critPathRequiredTime",unit="ns"} 11.92
chip_impl_metric{name="layout.cell_area.non_filler",unit="µm²"} 27100
chip_impl_metric{name="syn_area",unit="µm²"} 23300
chip_impl_metric{name="detailed_place.area",unit="µm²"} 25300
chip_impl_metric{name="clk_lat_worst_skew",unit="ns"} 0.63
chip_impl_metric{name="report.power.total",unit="mW"} 3.52
chip_impl_metric{name="place_inst",unit=""} 3100
chip_impl_metric{name="fp.dieH",unit="µm"} 218
chip_impl_metric{name="postCtsResizedCells",unit=""} 0
chip_impl_metric{name="setup_viol",unit=""} 0
chip_impl_metric{name="fin_ws",unit="ns"} 5.08
chip_impl_metric{name="final.setup_skew",unit="ns"} 0.0253
chip_impl_metric{name="finish.utilization",unit="%"} 59.2
chip_impl_metric{name="grt_antenna_before_repair",unit=""} 1
chip_impl_metric{name="routed-via-count",unit=""} 20011
chip_impl_metric{name="pwr_density_cell",unit="nW/µm²"} 130
chip_impl_metric{name="p_seq_share",unit="%"} 48.3
chip_impl_metric{name="holdWs",unit="ns"} 0.464
chip_impl_metric{name="worst-endpoint-arrival",unit="ns"} 6.84
chip_impl_metric{name="grt_max_degree",unit=""} 59
chip_impl_metric{name="die_x",unit="µm"} 218
chip_impl_info{name="worst_path_max_delay_cell",value="and2_1"} 1
chip_impl_metric{name="synth_cell_types",unit=""} 73
chip_impl_info{name="cpLargestDelayFamily",value="buffers and inverters"} 1
chip_impl_metric{name="via_per_inst",unit=""} 6.26
chip_impl_info{name="layout_top_cells_excl_fill_tap",value="nand2_1 (551), dfrtp_1 (498), o21ai_0 (446)"} 1
chip_impl_info{name="netlist_top_cells_area",value="dfrtp_1 (53%), o21ai_0 (9.6%), nand2_1 (9.1%)"} 1
chip_impl_info{name="grt_setup_unrepaired",value="false"} 1
chip_impl_metric{name="post_route_cells_drive_above_1_share",unit="%"} 11.0
chip_impl_info{name="timing.critical_path.from_type",value="input pin"} 1
chip_impl_metric{name="detailroute.wirelength.met2",unit="mm"} 36.2
chip_impl_metric{name="post-place-ws",unit="ns"} 5.22
chip_impl_metric{name="io_buffer_count",unit=""} 154
chip_impl_metric{name="top_ports",unit=""} 195
chip_impl_metric{name="power.ir.vdd_worst",unit="µV"} 115
chip_impl_metric{name="grt-ovfl-total",unit=""} 0
chip_impl_metric{name="power_report.internal_total",unit="mW"} 2.55
chip_impl_metric{name="netSwitchingPower",unit="µW"} 975
chip_impl_metric{name="layout_worst_path_cycle_share",unit="%"} 65.9
chip_impl_metric{name="cts-buffers-inserted",unit=""} 54
chip_impl_metric{name="route.layer.met1.wl",unit="mm"} 34.0
chip_impl_metric{name="synth_chip_area",unit="µm²"} 23300
chip_impl_metric{name="maxCapViolCount",unit=""} 0
chip_impl_metric{name="critPathMaxStageDelay",unit="ns"} 0.71
chip_impl_info{name="ys_dominant_reg_cell",value="dfrtp_1"} 1
chip_impl_metric{name="fmax",unit="MHz"} 102
chip_impl_metric{name="swShare",unit="%"} 27.7
chip_impl_metric{name="power.clock.fraction",unit="%"} 37.2
chip_impl_metric{name="routed-wl-met3",unit="mm"} 9.67
chip_impl_metric{name="cts_buffer_depth",unit=""} 3
chip_impl_metric{name="share_comb_of_total_power",unit="%"} 14.6
chip_impl_metric{name="syn2layout_area_growth",unit="%"} 16.0
chip_impl_metric{name="synthArstFlopShare",unit="%"} 100
chip_impl_metric{name="max-slew-margin-rel",unit="%"} 36.6
chip_impl_info{name="tritoncts",value="built"} 1
chip_impl_info{name="synth_top_cell_by_area",value="dfrtp_1"} 1
chip_impl_info{name="critical_path_class",value="input pin to output port"} 1
chip_impl_metric{name="final_hold_viol_count",unit=""} 0
chip_impl_metric{name="initCoreUtil",unit="%"} 51.1
chip_impl_metric{name="drt.antenna.violating_nets",unit=""} 0
chip_impl_metric{name="cts_post_setup_buffers_inserted",unit=""} 0
chip_impl_metric{name="ys.warnings.count",unit=""} 5
chip_impl_metric{name="detail_route.wirelength",unit="mm"} 82.7
chip_impl_metric{name="path_max_fanout",unit=""} 41
chip_impl_metric{name="final-instance-count-excl-fill",unit=""} 3197
chip_impl_metric{name="antenna-diode-count",unit=""} 0
chip_impl_metric{name="power_leakage",unit="nW"} 11.7
chip_impl_metric{name="critical_path_buf_inv_count",unit=""} 4
chip_impl_metric{name="worst_slew_pin_slew",unit="ns"} 0.947
chip_impl_info{name="critPathCaptureType",value="output port"} 1
chip_impl_metric{name="post_synth.cell_area_avg",unit="µm²"} 9.41
chip_impl_metric{name="final-max-slew-violation-count",unit=""} 0
chip_impl_info{name="leading_cell_type_in_the_layout_fill_and_taps_excluded",value="nand2_1"} 1
chip_impl_metric{name="synth_largest_type_area_fraction",unit="%"} 53.4
chip_impl_metric{name="drt_first_iter_violations",unit=""} 1879
chip_impl_metric{name="dieArea",unit="µm²"} 47500
chip_impl_metric{name="global_route.usage.total",unit="%"} 38.0
chip_impl_metric{name="grt_pass1_wl",unit="mm"} 126
chip_impl_metric{name="postSynthRegisterBits",unit=""} 512
chip_impl_metric{name="drt_drc_violations_left",unit=""} 0
chip_impl_metric{name="worst_setup_hold_path_clk_slew",unit="ns"} 0.06
chip_impl_info{name="path_cells",value="clkdlybuf4s50_1 -> buf_4 -> and3b_1 -> and2_1 -> buf_4 -> a22oi_1 -> and3_1 -> a31oi_1 -> clkdlybuf4s50_1"} 1
chip_impl_metric{name="clock_sinks",unit=""} 512
chip_impl_metric{name="postSynthSeqShare",unit="%"} 55.0
chip_impl_info{name="reg_top3",value="csr.CSR x512"} 1
chip_impl_metric{name="via_count_of_the_first_global_routing_pass",unit=""} 19820
chip_impl_metric{name="synth-edff-count",unit=""} 0
chip_impl_metric{name="ys_cells",unit=""} 2478
chip_impl_metric{name="netlist_instances",unit=""} 2478
chip_impl_info{name="root_buffer_cell",value="clkbuf_16"} 1
chip_impl_metric{name="wire_per_inst",unit="µm"} 25.9
chip_impl_info{name="maxUsedRoutingLayer",value="met5"} 1
power by group through the flow:
stage / Sequential, mW / Clock (mW) / Combinational (mW)
global route: 1.72 / 1.38 / 0.575
CTS: 1.70 / 1.32 / 0.512
finish: 1.70 / 1.31 / 0.513
synthesized netlist by cell type, types with 12 or more instances:
master,n
nand2_1,563
dfrtp_1,498
o21ai_0,446
clkbuf_1,141
a22oi_1,123
nor2_1,96
a21oi_1,53
buf_2,52
nand3_1,51
mux2_2,42
a31oi_1,37
a221oi_1,25
o31ai_1,24
nor2b_1,23
a22o_1,22
nand4_1,22
a32oi_1,20
and3_1,18
buf_4,15
a211oi_1,14
dfstp_2,14
a222oi_1,13
and2_1,12
buf_6,12
cells by family (layout without fill, tap and decap cells):
kind of cell | Yosys count | count (layout) | share of synthesized area [%]
DFF | 512 | 512 | 55.0
muxes | 45 | 45 | 2.16
buffers and inverters | 234 | 353 | 4.68
AOI/OAI and AO/OA | 844 | 844 | 22.6
and+or+nand+nor | 843 | 843 | 15.6
worst paths after layout:
check | from | slack (ns) | cells after the start | to
worst max register to register | csr.CSR[3][31]$_DFFE_PP0P_ | 12.18 | 7 | csr.CSR[0][31]$_DFFE_PP0P_
max in group asynchronous | rst | 8.90 | 6 | csr.CSR[12][9]$_DFFE_PP0P_
worst max-delay path | csr_rw_addr_in[6] | 5.08 | 9 | csr_r_data_out[20]
worst min register to register | csr.CSR[4][0]$_DFFE_PP1P_ | 0.46 | 2 | csr.CSR[4][0]$_DFFE_PP1P_
worst min-delay path | csr.CSR[4][0]$_DFFE_PP1P_ | 0.46 | 2 | csr.CSR[4][0]$_DFFE_PP1P_
min in group asynchronous | rst | 2.83 | 2 | csr.CSR[9][1]$_DFFE_PP0P_
worst register-to-register path: stages (launching register included):
cell,delay [ns]
dfrtp_1,0.38
mux2_2,0.26
a32o_1,0.26
a311o_1,0.30
nor4_2,0.29
a31oi_1,0.23
a32oi_4,0.65
o21ai_0,0.19
layout make-up:
cell class / count / area [µm²]
multi-input combinational: 1732 / 9490
tap: 600 / 751
clock inverter: 8 / 58.8
timing repair buffer: 247 / 2230
inverter: 9 / 37.5
fill: 3826 / 18600
clock buffer: 89 / 1650
sequential: 512 / 12800
per-layer routing:
layer | track usage (%) | up-vias
met5 | 1.46 | -
li1 | - | 8982
met3 | 15.1 | 193
met2 | 54.1 | 1028
met1 | 56.8 | 9804
met4 | 9.91 | 4
Power is estimated from default activity; no workload was simulated.
